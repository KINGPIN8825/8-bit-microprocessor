[design/flow/config.mk]
export PLATFORM = sky130hd
export DESIGN_NAME = ALU
export DESIGN_NICKNAME = ALU
export VERILOG_FILES = /design/flow/design.v
export SDC_FILE = /design/flow/constraint.sdc
export NUM_CORES = 4
export LEC_CHECK = 1
export CORE_AREA = 10 10 85 85
export DIE_AREA = 0 0 95 95
[design/flow/constraint.sdc]
current_design ALU

set clk_period 3.7
set clk_io_pct 0.2

create_clock -name clk0 -period $clk_period

set non_clock_inputs [all_inputs -no_clocks]
set_input_delay [expr $clk_period * $clk_io_pct] -clock clk0 $non_clock_inputs
set_output_delay [expr $clk_period * $clk_io_pct] -clock clk0 [all_outputs]
[design/flow/design.v]
module ALU( input[7:0] A,B,input[1:0] FS, output reg [7:0]C, output reg [7:0]flag);
reg [8:0]op;
always @(*) 
begin
case(FS)
    2'b00:begin op=A+B;C=op[7:0];flag[0]=op[8];flag[3:1]=3'b0;
    end 
    2'b01:begin flag[3]=(A>=B)?8'd1:8'd0;flag[2:0]=3'b0;
    end
    2'b10:begin op=A-B;C=op[7:0];flag[3]=op[8];
    end
    2'b11:begin op=A+ 1'b1;C=op[7:0];flag[3]=op[8];
    end
endcase
end
endmodule
[design/flow/run.sh]
#!/bin/bash
# OpenROAD 26Q1-2900-gdf79404cd8, Yosys 0.63+post, stock flow scripts
make -C /OpenROAD-flow-scripts/flow DESIGN_CONFIG=/design/flow/config.mk WORK_HOME=/design/flow/orfs finish
==> changes_impl.md <==
## Implementation

- Max Slew Vio Count: 0
- Largest net degree at the start of global routing: 13
- Hpwl dp: between 3000 and 4000 µm
- CP max stage delay: roughly 0.49 ns
- Worst setup SP type: primary input
- Period utilization: 0.946
- Distinct cells, synth: between 40 and 50
- CP Cell Sequence: clkdlybuf4s50_1 -> inv_1 -> ha_1 -> fa_2 -> nor2b_1 -> buf_4 -> o31ai_4 -> a21oi_1 -> o21a_1 -> o311ai_2 -> dlygate4sd2_1
- RSZ-0062 raised after global routing: no
- Flops after synth: 9
- Register pins left without a clock: 9
- Area growth from synthesis to layout: 38.6%
- Final hold vios: 0
- Yosys chip area: ~1300 µm²
- Filler cell count: 596
- Met3 Use GR: 0.0120
- Most frequent cells in the layout: clkdlybuf4s50_1, buf_4, a21oi_1, ha_1, inv_1
- Period minus WS final: between 3 and 4 ns
- Initial antenna violation count: 0
- Die area: 9030 µm²
- Via Count: between 1000 and 1500
- Leak Pwr: ~0.79 nW
- Met1 Usage GRT: 0.115
- Worst Path Buf+Inv: 4
- Routing usage on met2: 0.133
- Yosys top cell by area: ha_1
- Mean post-synth cell area: about 7.4 µm²
- Crit-path max FO: 3
- Endpoints left unconstrained: 18
- Buffers on Ports: 28
- Top delay family on crit path: buffers and inverters
- Synth async-reset ratio: 0
- Post-Route WL: 3550 µm
- Global-route wire length before repair: approximately 6100 µm
- Cell area leaders: ha_1, dlxtn_1, a21oi_1
- Crit path DAT: 2.76 ns
- Layout cell share with drive strength beyond 1: 0.119
- TNS Setup: 0 ns
- Routed wire length per instance: ~13 µm
- DR iter-0 viols: 78
- Fp_density: 0.229
- DRT Pass-1 Iters: 5
- Top FF cell, synth: dlxtn_1
- Max-area cell share: 0.170
- EDFF count, synth: 0
- ANT nets after route: 0
- Die H: between 90 and 100 µm
- Synthesized cell area: between 1000 and 1500 µm²
- Core Area: roughly 5500 µm²
- PwrDens: 127 nW/µm²
- VDD IR max: around 0.000051 V
- DR vias/cell: 4.54
- Warnings from Yosys: 5
- Slowest cell on crit path: clkdlybuf4s50_1
- Antenna diodes: 0
- Most numerous logic cell after layout: clkdlybuf4s50_1
- Worst setup path class: primary input to output pin
- Ports: 34
- Crit. path cell count: 11
- GPL Wtd Cong: between 0.8 and 0.9
- Die width: around 95 µm
- Cell count of the worst hold path: 5
- Layer carrying the most global-route usage: met2
- Row Count: 27
- F_max: approximately 0.29 GHz
- # DRC: 0
- Max-Cap Viols: 0
- Crit end category: output pin
- Tot GR Track Use: 0.0805
- Tool warning count: 40
- GRT overflow: 0
- Yosys cell count: 169
- Worst hold slack: roughly 2.5 ns
- Synth Instances: 169
- Vias in the first global route: 1286
- Outcome: completed
- Hold Crit Class: primary input to output pin
- Worst EP required: between 2 and 3 ns
- Finish-stage setup viols: 0
## synth_stat cells, types with 2 or more instances
library cell,number
a211oi_1,2
o21a_1,3
o21ai_0,9
o31ai_1,2
nand2_1,13
nor3b_1,2
buf_2,2
nor2_1,6
xnor2_1,6
fa_1,2
ha_1,17
buf_4,7
clkbuf_1,3
nor2b_1,4
or3_1,2
a31oi_1,2
o211ai_1,2
a211o_1,2
xor2_1,4
and3_1,3
mux2i_1,3
dlxtn_1,8
nand3_1,4
nor3_1,2
inv_1,16
o31a_1,2
nand2b_1,3
nand4_1,4
a21oi_1,17
## timing repair
action | CTS | global route
gates cloned | 0 | 0
hold buffers | 0 | 0
setup buffers | 0 | 0
resized | 3 | 1
setup endpoints to repair | 1 | 1
## flip-flops by register name (all words and copies together), names as in the netlist
signal,cells
C,8
flag,1
## through the flow
stage / setup slack [ns] / area [µm²] / util / std cells / total power, W
3_5_place_dp: -0.221 / 1730 / 0.316 / 282 / 0.000219
6_report: 0.201 / 1740 / 0.317 / 282 / 0.000220
3_3_place_gp: -0.202 / 1730 / 0.316 / 282 / 0.000220
2_1_floorplan: 0.991 / 1270 / - / 174 / 0.000138
5_1_grt: 0.0461 / 1740 / 0.317 / 282 / 0.000248
4_1_cts: 0.141 / 1730 / 0.317 / 282 / 0.000221
## tightest hold or removal path, cell delays in order
cell and delay (ns):
clkdlybuf4s50_1 0.43, inv_1 0.07, ha_1 0.18, o311ai_2 0.12
dlygate4sd2_1 0.24
## per-layer routing
metal | vias up | share of wire
met5 | - | 0
met4 | 0 | 0
met3 | 0 | 0.081
met2 | 41 | 0.47
met1 | 563 | 0.45
li1 | 675 | -
## cell families after synthesis
kind of cell	after synthesis	share of synthesized area
AOI/OAI and AO/OA	52	0.283
and+or+nand+nor	46	0.195
latches	9	0.108
adders and majority gates	19	0.202
other	1	0.00299
muxes	3	0.0240
xor gates and xnor gates	10	0.0699
buffers and inverters	29	0.116
## path summary, 6_finish.rpt
kind / to / slack, ns / start
setup / recovery: flag[3] / 0.20 / A[0]
hold / removal: flag[3] / 2.52 / B[7]
## final cells by class
class	instances	area, µm²	share of cell area
inverters	16	60.1	0.0346
multi-input cells	136	1000	0.577
flip-flops and latches	9	135	0.0779
well taps	72	90.1	0.0519
repair buffers	49	449	0.259
## power breakdown
group / internal (W) / total (W) / switching (W)
combinational: 0.000107 / 0.000209 / 0.000102
sequential: 0.0000110 / 0.0000119 / 0.000000928
clock: 0 / 0 / 0
total: 0.000118 / 0.000220 / 0.000103
No activity file was given, so power comes from the tool's default toggle rates.
